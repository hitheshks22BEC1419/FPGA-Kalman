**flow/run.sh**
```bash
#!/bin/bash
# OpenROAD 26Q1-2900-gdf79404cd8, Yosys 0.63+post, stock flow scripts
make -C /OpenROAD-flow-scripts/flow DESIGN_CONFIG=/design/flow/config.mk WORK_HOME=/design/flow/orfs finish
```
**flow/config.mk**
```make
export PLATFORM = sky130hd
export DESIGN_NAME = fp16_sum
export DESIGN_NICKNAME = fp16_sum
export VERILOG_FILES = /design/flow/design.v
export SDC_FILE = /design/flow/constraint.sdc
export NUM_CORES = 4
export LEC_CHECK = 1
export CORE_UTILIZATION = 30
```
**flow/constraint.sdc**
```tcl
current_design fp16_sum

set clk_period 5.3
set clk_io_pct 0.2

create_clock -name clk0 -period $clk_period [get_ports {clk}]

set non_clock_inputs [all_inputs -no_clocks]
set_input_delay [expr $clk_period * $clk_io_pct] -clock clk0 $non_clock_inputs
set_output_delay [expr $clk_period * $clk_io_pct] -clock clk0 [all_outputs]
```
**flow/design.v**
```verilog
`default_nettype none
module fp16_sum(input wire clk,input wire [15:0] num1,num2,output reg [15:0] out);
	reg big_sign,sma_sign;
	reg [4:0] big_exp,sma_exp;
	reg [9:0] big_mant,sma_mant;
	always @(posedge clk) begin
		if (num2[14:10] > num1[14:10]) begin
				 {big_sign,big_exp,big_mant} <= num2; 
				 {sma_sign,sma_exp,sma_mant} <= num1; 
		end
		else if (num2[14:10] == num1[14:10]) begin
			if (num2[9:0] > num1[9:0]) begin
				 {big_sign,big_exp,big_mant} <= num2;
				 {sma_sign,sma_exp,sma_mant} <= num1;
			end	
			else begin
				 {big_sign,big_exp,big_mant} <= num1;		 
				 {sma_sign,sma_exp,sma_mant} <= num2;				 
			end
		end
		else begin
			{big_sign,big_exp,big_mant} <= num1;		 
			{sma_sign,sma_exp,sma_mant} <= num2;
		end
	end
	reg [4:0] tobig_exp;
	reg tobig_sign;
	reg[10:0] big_norm_mant, sma_norm_mant;
	always@(posedge clk)begin
		tobig_sign <= big_sign;
		tobig_exp <= big_exp;
		big_norm_mant <= {1'b1,big_mant};
		sma_norm_mant <= {1'b1,sma_mant} >> (big_exp - sma_exp);
	end
	reg f_add_sub;
	reg add_sub;
	reg t_add_sub;
	always@(posedge clk)begin
		t_add_sub <= (num1[15] == num2[15]);  
		add_sub <= t_add_sub;                 
		f_add_sub <= add_sub;                 
	end
	reg tbig_sign;
	reg [4:0] tbig_exp;
	reg [11:0] pre_mant;
		always @(posedge clk) begin
		  tbig_sign <= tobig_sign;
		  tbig_exp <= tobig_exp;
        if (add_sub) begin  
            pre_mant <= big_norm_mant + sma_norm_mant;
        end
        else begin  
            pre_mant <= big_norm_mant - sma_norm_mant;
        end
	end
	reg res_sign;
	reg [4:0] res_exp;
	reg [9:0] res_mant;
	always @(posedge clk)begin
		res_sign <= tbig_sign;
		if(f_add_sub)begin
			res_exp <= pre_mant[11] ? tbig_exp+1:tbig_exp;
			res_mant <= pre_mant[11] ? pre_mant[10:1] : pre_mant[9:0];  
		end
		else begin
			casez (pre_mant)
				12'b0_1???_????_???: begin res_mant <= pre_mant[11:2] << 2; res_exp <= tbig_exp ; end
				12'b0_01??_????_???: begin res_mant <= pre_mant[11:2] << 3; res_exp <= tbig_exp - 1; end
				12'b0_001?_????_???: begin res_mant <= pre_mant[11:2] << 4; res_exp <= tbig_exp - 2; end
				12'b0_0001_????_???: begin res_mant <= pre_mant[11:2] << 5; res_exp <= tbig_exp - 3; end
				12'b0_0000_1???_???: begin res_mant <= pre_mant[11:2] << 6; res_exp <= tbig_exp - 4; end
				12'b0_0000_01??_???: begin res_mant <= pre_mant[11:2] << 7; res_exp <= tbig_exp - 5; end
				12'b0_0000_001?_???: begin res_mant <= pre_mant[11:2] << 8; res_exp <= tbig_exp - 6; end
				12'b0_0000_0001_???: begin res_mant <= pre_mant[11:2] << 9; res_exp <= tbig_exp - 7; end
				12'b0_0000_0000_1??: begin res_mant <= pre_mant[11:2] << 10; res_exp <= tbig_exp - 8; end
				12'b0_0000_0000_01?: begin res_mant <= pre_mant[11:2] << 11; res_exp <= tbig_exp - 9; end
				12'b0_0000_0000_001: begin res_mant <= pre_mant[11:2] << 12; res_exp <= tbig_exp - 10; end
				default: begin res_mant <= 10'b00_0000_0000; res_exp <= 5'b00_000; end
			endcase
		end
	end
	always @(posedge clk)begin
		out <= {res_sign,res_exp,res_mant};
	end
endmodule
```
==> metrics.csv <==
stage,metric,value,unit
die,Die Y,135,µm
power,Leakage,2.66,nW
die,I/O pin cnt,49,
critical_path,CP Class,in2reg,
power,PwrDens,537,nW/µm²
synth,Synth Warn #,1,
power,Peak VDD IR,0.000217,V
synth,Mapped Avg Cell Area,9.95,µm²
critical_path,cell mode on critical path,a21o_1,
cts,Hold Buf Count CTS,0,
critical_path,CP required,5540,ps
critical_path,CP endpoint kind,register,
critical_path,critical path's largest stage delay,490,ps
critical_path,CP Launch Type,input port,
flow_run,MaxCap Viol Count,0,
final_layout,fraction of layout cells with a size suffix above 1,11.1,%
drt,Starting DRT DRC Count,255,
global_route,largest net degree at the start of global routing,27,
status,status,"complete, no violations",
cts,post_cts resized,0,
synth,Cell Type Count,62,
cts,root buffer cell,clkbuf_16,
cts,Post-CTS Setup Repair Bufs,0,
timing,final hold viol count,0,
die,FP Util,30.8,%
drt,drt total wl,9250,µm
synth,Cells after Synth,535,
drt,wire per inst,11.5,µm
timing,skew final,8.44,ps
cts,TritonCTS clock tree,yes,
timing,Max Freq,277,MHz
cts,clock latency (worst-skew pair),350,ps
die,Core Area,17300,µm²
timing,setup violators final,0,
power,sequential power share,38.7,%
synth,ys flop type,dfxtp_1,
timing,Final Cycle Share,68.1,%
placement,number of port buffers,48,
final_layout,final core utilization,36.4,%
synth,cell area after synthesis,5320,µm²
synth,"Seq/Total Area, Yosys",41.7,%
synth,ys cells,535,
placement,global placer's final weighted congestion,0.891,
cts,Clock transition at path regs,70,ps
power,Logic pwr share,42.0,%
drt,DR vias,3718,
flow_run,tool warning count,26,
synth,Synth flops,111,
timing,Least-Margin Pin Slew,904,ps
critical_path,Max Fanout on Critical Path,21,
drt,Remaining DRCs,0,
timing,RSZ-0062 raised after global routing,false,
timing,slew margin rel.,39.5,%
drt,Pre-Repair DR Iteration Count,4,
final_layout,Top Layout Cells,"dfxtp_1, clkdlybuf4s50_1, ha_1, nor2_1, inv_1",
synth,"FFs w/ async S/R, synth",0,%
global_route,initial antenna violation count,0,
global_route,Total GRT Usage,11.2,%
die,die area,18300,µm²
global_route,total grt overflow,0,
drt,DR vias/cell,4.63,
die,std cell rows,48,
cts,Clock Path Buffers,2,
synth,number of enable flip-flop cells,0,
timing,Final min period,3610,ps
drt,Final ANT Viol Nets,0,
critical_path,cells along the critical path,clkdlybuf4s50_1 -> inv_1 -> ha_1 -> a21o_1 -> a21o_1 -> a221oi_2 -> o21ai_1 -> a22oi_2 -> buf_4 -> mux2_2,
critical_path,CP arrival,3850,ps
cts,CTS Buf Count,9,
critical_path,Critical Path Slowest Stage Cell,clkdlybuf4s50_1,
power,switching pwr,1.25,mW
power,Clock power frac,19.4,%
cts,TritonCTS Sinks,111,
global_route,global-route wire length before repair,16500,µm
final_layout,Commonest Layout Cell,dfxtp_1,
global_route,vias in the first global route,3578,
final_layout,fillcell total,1725,
power,internal power,2.13,mW
final_layout,area grow syn2layout,18.2,%
cts,H-tree Lvls,3,
placement,hpwl dp,6960,µm
worst_hold_path,Tightest Hold Check Type,reg2reg,
timing,"Slew Viols, Final",0,
power,Switching Share,37.0,%
synth,"Chip Area, Yosys",5320,µm²
drt,n_diodes,0,
timing,Final TNS setup,0,ps
die,die width,135,µm
-- cell usage after synthesis (all sizes together), types with 2 or more instances --
cell / number / area, µm²
clkbuf: 14 / 52.6
o21ai: 20 / 104
a31oi: 5 / 31.3
buf: 9 / 62.6
o2111ai: 2 / 17.5
a221oi: 4 / 41.3
a21o: 12 / 90.1
ha: 38 / 475
and3: 4 / 25.0
nand4: 3 / 18.8
nor3: 11 / 66.3
o31ai: 4 / 30.0
fa: 4 / 80.1
mux2: 34 / 383
nor2b: 10 / 62.6
mux2i: 19 / 190
inv: 38 / 143
mux4: 4 / 90.1
xnor2: 16 / 140
or3: 2 / 12.5
o22ai: 10 / 62.6
nor4: 4 / 40.0
nand2: 27 / 104
xor2: 14 / 123
nand3b: 3 / 22.5
nand3: 10 / 50.1
nor2: 36 / 135
or2: 2 / 12.5
a211oi: 3 / 22.5
dfxtp: 111 / 2220
o221ai: 3 / 32.5
and2: 3 / 18.8
a21oi: 34 / 170
nand2b: 5 / 31.3
-- worst max-delay path, delay by kind of cell --
family | cells | cell delay, ps
adders and majority gates | 1 | 300
buffers and inverters | 3 | 920
muxes | 1 | 380
AOI/OAI and AO/OA | 5 | 1180
-- power by group through the flow --
stage	combinational [mW]	sequential, mW	clock (mW)
4_1_cts	1.43	1.31	0.677
5_1_grt	1.62	1.34	0.713
6_report	1.42	1.31	0.655
-- metrics by stage --
step / instances / area [µm²] / power, mW / worst slack, ps / hold WS [ps]
after floorplan: 535 / 5320 / 2.39 / 2450 / 310
after global placement: 787 / 5980 / 2.72 / 1430 / 313
after CTS: 803 / 6290 / 3.41 / 1720 / 329
after detailed placement: 787 / 5980 / 2.74 / 1360 / 312
after global routing: 803 / 6290 / 3.68 / 1540 / 332
final: 803 / 6290 / 3.38 / 1690 / 328
-- cells by family (layout without fill, tap and decap cells) --
group / count (synthesis) / in the layout / synth area share, %
AND-OR/OR-AND: 110 / 110 / 13.6
XOR/XNOR: 30 / 30 / 4.94
adder cells (fa/ha/maj): 42 / 42 / 10.4
buffers and inverters: 61 / 104 / 4.84
flip-flops: 111 / 111 / 41.7
multiplexers: 57 / 57 / 12.5
AND/OR/NAND/NOR: 124 / 124 / 12.0
-- area by class of cell --
class	instances	area [µm²]	share of cell area, %
Multi-Input combinational cell	363	2840	45.2
Inverter	38	143	2.27
Tap cell	225	282	4.48
Timing Repair Buffer	50	495	7.88
Clock buffer	9	225	3.58
Clock inverter	7	80.1	1.27
Sequential cell	111	2220	35.3
-- routing by layer --
layer	global-route usage, %	part of all wire (%)	wire length, µm	up-vias
li1	-	-	-	1970
met1	16.2	50	4630	1645
met2	18.0	44	4040	94
met3	2.44	5.2	477	9
met4	1.12	1.2	107	0
met5	0	0	0	-
-- sequential cells by signal, indices dropped and copies added (netlist names), 10 cells and up --
name and cells:
sma_norm_mant 11, big_norm_mant 10, res_mant 10, pre_mant 12, out 16, big_mant 10, sma_mant 10
-- worst paths after layout --
| kind | depth (start not counted) | end | slack, ps | start |
|---|---|---|---|---|
| worst max register to register | 9 | res_exp[4]$_DFF_P_ | 2490 | pre_mant[9]$_DFF_P_ |
| worst max-delay path | 10 | sma_mant[3]$_DFF_P_ | 1690 | num1[3] |
| worst min register to register | 0 | out[14]$_DFF_P_ | 330 | res_exp[4]$_DFF_P_ |
| worst min-delay path | 0 | out[14]$_DFF_P_ | 330 | res_exp[4]$_DFF_P_ |
Power is estimated from default activity; no workload was simulated.
