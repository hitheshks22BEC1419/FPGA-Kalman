**design.v**
```verilog
`default_nettype none
module fp16_mult (
	input wire clk, reset,
   input wire [15:0] a, b,
   output reg [15:0] result
);
	reg sign_a, sign_b, sign_res;
	reg [4:0] exp_a, exp_b, exp_res;
	reg [10:0] mant_a, mant_b;
	reg [21:0] mant_res;
	always @(posedge clk or posedge reset) begin
		if (reset) 
			result <= 0;
		else begin
			sign_a <= a[15];
			sign_b <= b[15];
			exp_a  <= a[14:10];
			exp_b  <= b[14:10];
			mant_a <= {1'b1, a[9:0]};   
			mant_b <= {1'b1, b[9:0]};
			mant_res <= mant_a * mant_b;
			exp_res  <= exp_a + exp_b - 15;   
			sign_res <= sign_a ^ sign_b;
			if (mant_res[21]) begin
				mant_res <= mant_res >> 1;
				exp_res  <= exp_res + 1;
			end
			result <= {sign_res, exp_res[4:0], mant_res[19:10]};   
		end
	end
endmodule
```
**run.sh**
```bash
#!/bin/bash
# OpenROAD 26Q1-2900-gdf79404cd8, Yosys 0.63+post, stock flow scripts
make -C /OpenROAD-flow-scripts/flow DESIGN_CONFIG=/design/flow/config.mk WORK_HOME=/design/flow/orfs finish
```
**config.mk**
```make
export PLATFORM = sky130hd
export DESIGN_NAME = fp16_mult
export DESIGN_NICKNAME = fp16_mult
export VERILOG_FILES = /design/flow/design.v
export SDC_FILE = /design/flow/constraint.sdc
export NUM_CORES = 4
export LEC_CHECK = 1
export CORE_UTILIZATION = 50
```
**constraint.sdc**
```tcl
current_design fp16_mult

set clk_period 7.7
set clk_io_pct 0.2

create_clock -name clk0 -period $clk_period [get_ports {clk}]

set non_clock_inputs [all_inputs -no_clocks]
set_input_delay [expr $clk_period * $clk_io_pct] -clock clk0 $non_clock_inputs
set_output_delay [expr $clk_period * $clk_io_pct] -clock clk0 [all_outputs]
```
==> flow_summary.html <==
<p>Metrics extracted from the flow reports.</p>
<table>
<tr><th>Metric</th><th>Value</th></tr>
<tr><th colspan="2">Final timing</th></tr>
<tr><td>Top achievable clock speed</td><td>184 MHz</td></tr>
<tr><td>Number of endpoints failing setup at the final stage</td><td>0</td></tr>
<tr><td>Ratio of final minimum period to clock period</td><td>70.5%</td></tr>
<tr><td>Worst rel slew slack</td><td>45.8%</td></tr>
<tr><td>Least-Margin Pin Slew</td><td>0.814 ns</td></tr>
<tr><td>Max Clock Skew</td><td>0.00378 ns</td></tr>
<tr><td>Final tally of hold violations</td><td>0</td></tr>
<tr><td>RSZ-0062 raised after global routing</td><td>false</td></tr>
<tr><td>Total negative slack</td><td>0 ns</td></tr>
<tr><td>Final Critical Period</td><td>5.43 ns</td></tr>
<tr><td>Max-slew violation count</td><td>0</td></tr>
<tr><th colspan="2">CTS</th></tr>
<tr><td>Clock insertion delay at the later pin of the skew report</td><td>0.33 ns</td></tr>
<tr><td>Htree depth</td><td>3</td></tr>
<tr><td>Root buf cell</td><td>sky130_fd_sc_hd__clkbuf_16</td></tr>
<tr><td>Number of sinks on the clock net</td><td>66</td></tr>
<tr><td>Clock slew seen by the registers of the worst setup and hold paths</td><td>0.06 ns</td></tr>
<tr><td>Number of setup buffers added after CTS</td><td>0</td></tr>
<tr><td>Post-CTS Hold Buffers</td><td>0</td></tr>
<tr><td>Maximum count of clock buffers along a single path</td><td>2</td></tr>
<tr><td>TritonCTS buffer count</td><td>9</td></tr>
<tr><td>CTS tree</td><td>built</td></tr>
<tr><td>Post-CTS sizing</td><td>0</td></tr>
<tr><th colspan="2">Critical path</th></tr>
<tr><td>Data arrival, critical path</td><td>5.48 ns</td></tr>
<tr><td>Type of element capturing the critical path</td><td>flop</td></tr>
<tr><td>Type of element launching the critical path</td><td>flop</td></tr>
<tr><td>Type of the worst setup path</td><td>flop to flop</td></tr>
<tr><td>Maximum fanout along the worst path</td><td>11</td></tr>
<tr><td>Cell type with the highest occurrence count on the critical path</td><td>sky130_fd_sc_hd__fa_1</td></tr>
<tr><td>Cell-by-cell listing of the critical path</td><td>and2_1, fa_1, inv_1, fa_1, inv_1, fa_1, fa_1, inv_1, fa_1, inv_1, ha_1, a21oi_1, o211ai_1, o2111ai_1, a31oi_1, nor4_1, nor3_1</td></tr>
<tr><td>Critical path's largest stage delay</td><td>0.58 ns</td></tr>
<tr><td>Required time at the endpoint of the critical path</td><td>7.75 ns</td></tr>
<tr><td>Critical-path cell with the highest stage delay</td><td>sky130_fd_sc_hd__edfxtp_1</td></tr>
<tr><th colspan="2">Job</th></tr>
<tr><td>Count of max-cap constraint violations</td><td>0</td></tr>
<tr><td>Total tool warning count</td><td>26</td></tr>
<tr><th colspan="2">Global route</th></tr>
<tr><td>Number of antenna violations at the first check in global routing</td><td>0</td></tr>
<tr><td>Pin count of the biggest net entering global routing</td><td>51</td></tr>
<tr><td>Total grt overflow</td><td>0</td></tr>
<tr><td>Number of global-route vias before repair</td><td>4243</td></tr>
<tr><td>Total routing resource utilization after global routing</td><td>22.6%</td></tr>
<tr><td>Global-route wire length before repair</td><td>20.9 mm</td></tr>
<tr><th colspan="2">Floorplanning</th></tr>
<tr><td>Area enclosed by the die boundary</td><td>13100 um^2</td></tr>
<tr><td>IO Count</td><td>50</td></tr>
<tr><td>Fp util</td><td>52.0%</td></tr>
<tr><td>Floorplan die height</td><td>115 um</td></tr>
<tr><td>Die X</td><td>115 um</td></tr>
<tr><td>Row count</td><td>40</td></tr>
<tr><td>Area of the core</td><td>12200 um^2</td></tr>
<tr><th colspan="2">Route</th></tr>
<tr><td>Post-Route WL</td><td>12.6 mm</td></tr>
<tr><td>Per-cell via count in the routed design</td><td>5.12</td></tr>
<tr><td>Iteration tally of the first detailed-router pass</td><td>4</td></tr>
<tr><td>Vias after detailed routing</td><td>4103</td></tr>
<tr><td>WL/cell</td><td>15.7 um</td></tr>
<tr><td>Ant. Diodes</td><td>0</td></tr>
<tr><td>DR iter-0 viols</td><td>212</td></tr>
<tr><td>Post-route DRC</td><td>0</td></tr>
<tr><td>Post-route ant nets</td><td>0</td></tr>
<tr><th colspan="2">Synth</th></tr>
<tr><td>Mean post-synth cell area</td><td>10.7 um^2</td></tr>
<tr><td>Post-synth top flop</td><td>sky130_fd_sc_hd__edfxtp_1</td></tr>
<tr><td>Leading area contributor after synthesis</td><td>sky130_fd_sc_hd__fa_1</td></tr>
<tr><td>Synthesized cell area</td><td>6330 um^2</td></tr>
<tr><td>Unique cell type count in the Yosys netlist</td><td>50</td></tr>
<tr><td>Count of flip-flops with a built-in enable after synthesis</td><td>50</td></tr>
<tr><td>Share of Yosys cell area claimed by the top area cell type</td><td>25.3%</td></tr>
<tr><td>Synthesis-stage register bit count</td><td>66</td></tr>
<tr><td>Portion of the post-synthesis area used by sequential elements</td><td>30.0%</td></tr>
<tr><td>Top cells by area</td><td>sky130_fd_sc_hd__fa_1 25%, sky130_fd_sc_hd__edfxtp_1 24%, sky130_fd_sc_hd__ha_1 13%</td></tr>
<tr><td>Cell count listed in synth_stat.txt</td><td>592</td></tr>
<tr><td>Gate count after technology mapping</td><td>592</td></tr>
<tr><td>Yosys warns</td><td>1</td></tr>
<tr><td>Chip area estimate from yosys synthesis</td><td>6330 um^2</td></tr>
<tr><td>Fraction of synthesis flops using an asynchronous set or reset pin</td><td>24.2%</td></tr>
<tr><th colspan="2">Finish</th></tr>
<tr><td>Post-route non-filler standard cell count</td><td>801</td></tr>
<tr><td>Top cell excl fill/tap</td><td>sky130_fd_sc_hd__inv_1</td></tr>
<tr><td>Layout overhead on the synthesized area</td><td>13.2%</td></tr>
<tr><td>Finished Cell Area</td><td>7170 um^2</td></tr>
<tr><td>Most frequent cells in the layout</td><td>114 x sky130_fd_sc_hd__inv_1, 80 x sky130_fd_sc_hd__fa_1, 77 x sky130_fd_sc_hd__nand2_1</td></tr>
<tr><td>Fraction of layout cells with a size suffix above 1</td><td>5.21%</td></tr>
<tr><th colspan="2">Status</th></tr>
<tr><td>Run status</td><td>finished, final reports clean</td></tr>
<tr><th colspan="2">Hold path</th></tr>
<tr><td>Type of the worst min-delay path</td><td>flop to flop</td></tr>
<tr><th colspan="2">Placed design</th></tr>
<tr><td>Half-perimeter wire length of the detailed placement result</td><td>9.95 mm</td></tr>
<tr><td>Gp weighted congestion</td><td>0.924</td></tr>
<tr><td>Cell count after placement</td><td>785</td></tr>
<tr><td>IO buf count</td><td>49</td></tr>
<tr><td>Cell area reported after detailed placement</td><td>6840 um^2</td></tr>
</table>
-- registers in the layout, indices dropped and copies added (netlist names) --
signal    flops
sign_b        1
sign_a        1
result       16
exp_b         5
mant_b       10
exp_a         5
mant_a       10
mant_res     12
sign_res      1
exp_res       5
-- worst paths after layout --
kind | from | endpoint | slack, ns | depth (start not counted)
max | mant_a[2]$_DFFE_PN_ | mant_res[21]$_SDFFCE_PP0N_ | 2.27 | 17
min | mant_res[10]$_DFFE_PN_ | result[0]$_DFF_PP0_ | 0.35 | 0
max reg2reg | mant_a[2]$_DFFE_PN_ | mant_res[21]$_SDFFCE_PP0N_ | 2.27 | 17
min reg2reg | mant_res[10]$_DFFE_PN_ | result[0]$_DFF_PP0_ | 0.35 | 0
max in group asynchronous | reset | result[0]$_DFF_PP0_ | 5.17 | 3
min in group asynchronous | reset | result[15]$_DFF_PP0_ | 2.09 | 3
-- worst max-delay path, delay by kind of cell (launching register included) --
family | cells | cell delay [ns]
adders and majority gates | 6 | 2.99
buffers and inverters | 4 | 0.20
DFF | 1 | 0.58
and+or+nand+nor | 3 | 0.60
AOI/OAI and AO/OA | 4 | 0.78
-- Yosys cell counts (6+ instances only) --
cell type / count
sky130_fd_sc_hd__and2_1: 36
sky130_fd_sc_hd__clkbuf_1: 15
sky130_fd_sc_hd__nand3_1: 6
sky130_fd_sc_hd__xor2_1: 6
sky130_fd_sc_hd__nor2_1: 17
sky130_fd_sc_hd__dfrtp_1: 16
sky130_fd_sc_hd__edfxtp_1: 50
sky130_fd_sc_hd__o21ai_0: 11
sky130_fd_sc_hd__xnor2_1: 10
sky130_fd_sc_hd__inv_1: 115
sky130_fd_sc_hd__nand4_1: 6
sky130_fd_sc_hd__ha_1: 64
sky130_fd_sc_hd__a21oi_1: 17
sky130_fd_sc_hd__fa_1: 80
sky130_fd_sc_hd__nand2_1: 77
-- metal layers --
layer	up-vias	GRT usage [%]	part of all wire, %
met2	103	35.6	49
met1	2031	35.5	44
met4	0	1.90	1.1
li1	1959	-	-
met5	-	0	0
met3	10	6.26	6.1
-- final cells by class --
class                           instances  area (um^2)
Clock buffer                            9          225
Clock inverter                          7          100
Fill cell                            1002         4990
Inverter                              115          432
Multi-Input combinational cell        386         3800
Sequential cell                        66         1900
Tap cell                              168          210
Timing Repair Buffer                   50          498
-- metrics by stage --
step,utilization (%),hold slack (ns),setup slack (ns)
2_1_floorplan,-,0.331,2.62
4_1_cts,58.9,0.353,2.29
5_1_grt,58.9,0.355,1.97
3_3_place_gp,56.3,0.337,2.32
3_5_place_dp,56.3,0.339,2.32
6_report,58.9,0.349,2.27
-- cells by family after synthesis --
kind of cell,after synthesis,synth area share (%)
adders and majority gates,144,38.0
muxes,5,0.830
DFF,66,30.0
buffers and inverters,140,9.92
and+or+nand+nor,158,12.3
xor gates and xnor gates,16,2.21
AOI/OAI and AO/OA,63,6.78
